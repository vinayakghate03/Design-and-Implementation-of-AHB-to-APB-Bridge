==> flow/run.sh <==
#!/bin/bash
# OpenROAD 26Q1-2900-gdf79404cd8, Yosys 0.63+post, stock flow scripts
make -C /OpenROAD-flow-scripts/flow DESIGN_CONFIG=/design/flow/config.mk WORK_HOME=/design/flow/orfs finish
==> flow/config.mk <==
export PLATFORM = sky130hd
export DESIGN_NAME = main
export DESIGN_NICKNAME = main
export VERILOG_FILES = /design/flow/design.v
export SDC_FILE = /design/flow/constraint.sdc
export NUM_CORES = 4
export LEC_CHECK = 1
export CORE_UTILIZATION = 30
==> flow/constraint.sdc <==
current_design main

set clk_period 7.5
set clk_io_pct 0.2

create_clock -name clk0 -period $clk_period [get_ports {HCLK}]
create_clock -name clk1 -period $clk_period [get_ports {PCLK}]

set non_clock_inputs [all_inputs -no_clocks]
set_input_delay [expr $clk_period * $clk_io_pct] -clock clk0 $non_clock_inputs
set_output_delay [expr $clk_period * $clk_io_pct] -clock clk0 [all_outputs]
==> flow/design.v <==
module ahb_slave (
    input  wire                  HCLK,
    input  wire                  RESETn,
    input  wire                  HSEL,
    input  wire            [7:0] HADDR,
    input  wire           [31:0] HWDATA,
    input  wire                  HWRITE,
    input  wire            [1:0] HTRANS,
    output reg            [31:0] HRDATA,
    output wire                  HREADYOUT,
    input  wire                    Bridge_Ready,
    input  wire             [31:0] Bridge_Rd_Data,
    input  wire                    Bridge_Rd_Valid,
    output reg              [40:0] Packet_Out,
    output reg                     H_Valid
);
    reg                      [7:0] haddr_reg;
    reg                            hwrite_reg;
    reg                            trans_active_reg;
    reg                            wait_bridge;
    wire                           transfer_request;
    assign transfer_request = HSEL && HTRANS[1];
    assign HREADYOUT = !trans_active_reg;
    always @(posedge HCLK or negedge RESETn) begin
        if (!RESETn) begin
            haddr_reg           <= {8{1'b0}};
            hwrite_reg          <= 1'b0;
            trans_active_reg    <= 1'b0;
        end 
        else begin 
            if (HSEL && HTRANS[1] && (!wait_bridge)) begin
                haddr_reg           <= HADDR;
                hwrite_reg          <= HWRITE;
            end
            if (!wait_bridge) begin
                trans_active_reg <= transfer_request;   
            end
        end
    end
    always @(posedge HCLK or negedge RESETn) begin
        if (!RESETn) begin
            Packet_Out   <= {41{1'b0}};
            H_Valid <= 1'b0;
            wait_bridge <= 1'b0;
        end 
        else begin
            if (transfer_request && !wait_bridge) begin
                Packet_Out   <= {hwrite_reg, HWDATA, haddr_reg};  
                H_Valid <= 1'b1;
                wait_bridge <= 1'b1;
            end
            if (H_Valid && Bridge_Ready) begin
                H_Valid <= 1'b0;
            end
            if (wait_bridge) begin
                if (hwrite_reg && Bridge_Ready) begin
                    wait_bridge <= 1'b0;
                end
                else if (!hwrite_reg && Bridge_Rd_Valid) begin
                    wait_bridge <= 1'b0;
                end
            end
        end
    end
    always @(posedge HCLK or negedge RESETn) begin
        if(!RESETn)
            HRDATA <= {32{1'b0}};
        else 
            HRDATA <= Bridge_Rd_Data;
    end
endmodule
module apb_master (
    input  wire                      PCLK,
    input  wire                      RESETn,
    input  wire               [40:0] Packet_IN,
    input  wire                      P_Valid,
    input  wire                      Read_fifo_full,
    output reg                       Packet_Read_en,
    output wire               [31:0] Data_Out,
    output reg                       Data_Write_en,
    input  wire               [31:0] PRDATA,
    input  wire                      PREADY,
    output reg                 [7:0] PADDR,
    output reg                       PSEL,
    output reg                       PENABLE,
    output reg                       PWRITE,
    output reg                [31:0] PWDATA
);
    localparam IDLE   = 2'b00, SETUP  = 2'b01, ACCESS = 2'b10;
    reg [1:0] state, next_state;
    reg [40:0] packet_reg;
    wire transfer_request;
    wire write;
    wire [31:0] wdata;
    wire [7:0] address;
    assign transfer_request = P_Valid;
    assign write = packet_reg [40];
    assign wdata = packet_reg [39:8];
    assign address = packet_reg [7:0];
    always @(posedge PCLK or negedge RESETn) begin
        if(!RESETn)
            packet_reg <= 0;
        else 
            packet_reg <= Packet_IN;
    end
    always @(posedge PCLK or negedge RESETn) begin
        if (!RESETn) 
            state <= IDLE;
        else          
            state <= next_state;
    end
    always @(*) begin
        next_state = state;
        case (state)
            IDLE: if (transfer_request) 
                    next_state = SETUP;
            SETUP:  next_state = ACCESS;
            ACCESS: begin
                if (PREADY) begin
                    if (transfer_request) begin
                        next_state = SETUP;
                    end
                    else begin
                        next_state = IDLE;
                    end
                end
            end
        endcase
    end
    always @(*) begin
        PSEL = 1'b0;
        PENABLE = 1'b0;
        PADDR = address;
        PWRITE = write;
        PWDATA = wdata;
        Data_Write_en = 1'b0;    
        case (state)
            IDLE: begin
                PSEL = 1'b0;
            end
            SETUP: begin
                PSEL = 1'b1;
                PENABLE = 1'b0;
            end
            ACCESS: begin
                PSEL = 1'b1;
                PENABLE = 1'b1;
                if (PREADY && !write && !Read_fifo_full) begin
                    Data_Write_en = 1'b1;
                end
            end
        endcase
    end
    always @(posedge PCLK or negedge RESETn) begin
        if (!RESETn) begin
            Packet_Read_en <= 1'b0;
        end 
        else begin
            Packet_Read_en <= 1'b0;
            if (state == IDLE && transfer_request) begin
                Packet_Read_en <= 1'b1;
            end
            else if (state == ACCESS && PREADY && transfer_request) begin
                Packet_Read_en <= 1'b1;
            end
        end
    end
    assign Data_Out = PRDATA;
endmodule
module apb_slave (
       input  wire          PCLK,
       input  wire          RESETn,
       input  wire          PWRITE,
       input  wire          PSEL,
       input  wire          PENABLE,
       input  wire    [7:0] PADDR,
       input  wire   [31:0] PWDATA,
       output reg           PREADY,
       output reg    [31:0] PRDATA
    );
  reg [2:0] wait_count = 0;
  reg [31:0] mem [255:0];    
 always @(posedge PCLK or negedge RESETn)begin
    if(!RESETn) begin
        PREADY <= 1;
        PRDATA <= 32'b0;
        wait_count <= 2'b00;      
    end
    else begin
        if(PSEL == 1)begin
            if(PENABLE == 1) begin
                if (wait_count < 2) begin
                    PREADY <= 0;                
                    wait_count <= wait_count + 1;   
                end
                else begin
                    if(PWRITE == 1) begin
                        mem[PADDR] <= PWDATA;
                        PREADY <= 1;
                    end
                    else if(PWRITE == 0) begin                    
                        PRDATA <= mem[PADDR];
                        PREADY <= 1;
                    end
                end
            end    
            else begin
                PREADY <= 0;
                wait_count <= 0;
            end
        end  
        else begin
            PREADY <= 1;
            wait_count <= 0;
        end
    end  
    end
endmodule
module async_fifo #(
     parameter DATASIZE = 41,
     parameter ADDRSIZE = 4)
     (input [DATASIZE-1:0] wdata,
      input winc, wclk, wrst_n,
      input rinc, rclk, rrst_n,
      output reg [DATASIZE-1:0] rdata,
      output reg wfull,
      output reg rempty
      );
     wire [ADDRSIZE-1:0] waddr;
     wire [ADDRSIZE-1:0] raddr;
     reg  [ADDRSIZE:0]   wptr;
     reg  [ADDRSIZE:0]   rptr;
     reg  [ADDRSIZE:0]   wq2_rptr;
     reg  [ADDRSIZE:0]   rq2_wptr;
     reg  [ADDRSIZE:0]   wq1_rptr;
     wire                wclken;
     wire                rclken;
     reg  [ADDRSIZE:0]   rq1_wptr;
     reg  [ADDRSIZE:0]   rbin;
     wire [ADDRSIZE:0]   rgray_next;
     wire [ADDRSIZE:0]   rbin_next;
     reg  [ADDRSIZE:0]   wbin;
     wire [ADDRSIZE:0]   wgray_next;
     wire [ADDRSIZE:0]   wbin_next;
     localparam DEPTH = 1<<ADDRSIZE;
     wire wfull_val;
     wire rempty_val;
     reg [DATASIZE-1:0] mem [0:DEPTH-1];
     always @(posedge rclk or negedge rrst_n) begin
     if (!rrst_n)
        {rbin, rptr} <= 0;
     else begin
        rbin <= rbin_next;
        rptr <= rgray_next;
     end
    end
     assign raddr = rbin[ADDRSIZE-1:0];
     assign rbin_next = rbin + (rinc & ~rempty);
     assign rgray_next = (rbin_next>>1) ^ rbin_next;
     assign rempty_val = (rgray_next == rq2_wptr);
     always @(posedge rclk or negedge rrst_n) begin
     if (!rrst_n)
        rempty <= 1'b1;
     else
        rempty <= rempty_val;
    end
     always @(posedge wclk or negedge wrst_n)begin
        if (!wrst_n)
            {wbin, wptr} <= 0;
     else begin
        wbin <= wbin_next;
        wptr <= wgray_next;
     end
    end
     assign waddr = wbin[ADDRSIZE-1:0];
     assign wbin_next = wbin + (winc & ~wfull);
     assign wgray_next = (wbin_next>>1) ^ wbin_next;
    assign wfull_val = (wgray_next=={~wq2_rptr[ADDRSIZE:ADDRSIZE-1],wq2_rptr[ADDRSIZE-2:0]});
     always @(posedge wclk or negedge wrst_n) begin
     if (!wrst_n)
        wfull <= 1'b0;
     else
        wfull <= wfull_val;
    end
    always @(posedge wclk or negedge wrst_n)
 if (!wrst_n)
    {wq2_rptr,wq1_rptr} <= 0;
 else
    {wq2_rptr,wq1_rptr} <= {wq1_rptr,rptr};
     always @(posedge rclk or negedge rrst_n)
     if (!rrst_n)
        {rq2_wptr,rq1_wptr} <= 0;
     else
        {rq2_wptr,rq1_wptr} <= {rq1_wptr,wptr};
     assign wclken = winc & ~wfull;   
    assign rclken = rinc & ~rempty;
     always @(posedge rclk)
     if (rclken && !rempty)
        rdata <= mem[raddr];
     always @(posedge wclk)
     if (wclken && !wfull)
        mem[waddr] <= wdata;
endmodule
module bridge (
    input  wire                      HCLK,
    input  wire                      RESETn,
    input  wire [40:0]               Packet_IN,
    input  wire                      H_Valid,
    output reg                       Bridge_Ready,   
    output wire [31:0]               Bridge_Rd_Data,    
    output reg                       Bridge_Rd_Valid,  
    input  wire                      PCLK,
    input  wire                      Packet_Read_en,
    input  wire [31:0]               Data_IN,
    input  wire                      Data_Write_en,
    output wire [40:0]               Packet_out,
    output reg                       P_Valid,
    output wire                      Read_fifo_full
);
    wire wr_fifo_full;
    wire wr_fifo_empty;
    wire rd_fifo_empty;
    async_fifo #(
        .DATASIZE(41),
        .ADDRSIZE(4)
    ) WRITE_FIFO (
        .wdata (Packet_IN),
        .winc (H_Valid),
        .wclk (HCLK),
        .wrst_n (RESETn),
        .wfull (wr_fifo_full),
        .rdata (Packet_out),
        .rinc (Packet_Read_en),
        .rclk (PCLK),
        .rrst_n (RESETn),
        .rempty (wr_fifo_empty)
    );
    async_fifo #(
        .DATASIZE(32),
        .ADDRSIZE(4)
    ) READ_FIFO (
        .wdata (Data_IN),
        .winc (Data_Write_en),
        .wclk (PCLK),
        .wrst_n (RESETn),
        .wfull (Read_fifo_full),
        .rdata (Bridge_Rd_Data),
        .rinc (!rd_fifo_empty),  
        .rclk (HCLK),
        .rrst_n (RESETn),
        .rempty (rd_fifo_empty)
    );
     always @(posedge HCLK or negedge RESETn) begin
         if(!RESETn) begin
             Bridge_Ready <= 0;
             P_Valid <= 0;
             Bridge_Rd_Valid <= 0;
         end else begin
             Bridge_Ready <= !wr_fifo_full;
             P_Valid <= !wr_fifo_empty;
             Bridge_Rd_Valid <= !rd_fifo_empty;
         end
     end
endmodule
module main (
    input  wire                      HCLK,
    input  wire                      PCLK,
    input  wire                      RESETn,
    input  wire                      HSEL,
    input  wire                [7:0] HADDR,
    input  wire               [31:0] HWDATA,
    input  wire                      HWRITE,
    input  wire                [1:0] HTRANS,
    output wire               [31:0] HRDATA,
    output wire                      HREADYOUT
);
    wire               [40:0] ahb_packet;
    wire                      h_valid;
    wire                      bridge_ready;
    wire               [31:0] read_data;
    wire                      read_data_valid;
    wire               [40:0] apb_packet;
    wire                      p_valid;
    wire                      apb_read_en;
    wire               [31:0] apb_data;
    wire                      apb_write_en;
    wire                      fifo_full;
    wire                [7:0] paddr;
    wire                      psel;
    wire                      penable;
    wire                      pwrite;
    wire               [31:0] pwdata;
    wire               [31:0] prdata;
    wire                      pready;
    ahb_slave u_ahb_slave (
        .HCLK(HCLK), .RESETn(RESETn), .HSEL(HSEL), 
        .HADDR(HADDR), .HWDATA(HWDATA),
        .HWRITE(HWRITE), .HTRANS(HTRANS),
        .HRDATA(HRDATA), .HREADYOUT(HREADYOUT),
        .Packet_Out (ahb_packet),  
        .H_Valid (h_valid),
        .Bridge_Ready (bridge_ready),
        .Bridge_Rd_Data (read_data),
        .Bridge_Rd_Valid (read_data_valid)
    );
    bridge u_bridge (
        .HCLK (HCLK), .RESETn (RESETn),
        .Packet_IN (ahb_packet),
        .H_Valid (h_valid),
        .Bridge_Ready (bridge_ready),
        .Bridge_Rd_Data (read_data),
        .Bridge_Rd_Valid (read_data_valid),
        .PCLK (PCLK),
        .Packet_out (apb_packet),
        .P_Valid (p_valid),
        .Packet_Read_en (apb_read_en),
        .Data_IN (apb_data),
        .Data_Write_en (apb_write_en),
        .Read_fifo_full (fifo_full)
    );
    apb_master u_apb_master (
        .PCLK(PCLK), .RESETn(RESETn),
        .Packet_IN (apb_packet),
        .P_Valid (p_valid),
        .Packet_Read_en (apb_read_en),
        .Data_Out (apb_data),
        .Data_Write_en (apb_write_en),
        .Read_fifo_full(fifo_full),
        .PADDR (paddr), .PSEL (psel), .PENABLE (penable),
        .PWRITE (pwrite), .PWDATA (pwdata),
        .PRDATA (prdata), .PREADY (pready)
    );
    apb_slave u_apb_memory (
        .PCLK(PCLK), .RESETn(RESETn),
        .PADDR(paddr), .PSEL(psel), .PENABLE(penable),
        .PWRITE(pwrite), .PWDATA(pwdata),
        .PRDATA(prdata), .PREADY(pready)
    );
endmodule
==> flow_summary_export.csv <==
group,metric,value,unit
outcome,status,"finished with violations",
outcome,violations,"hold timing",
logic_synthesis,syn_inst,20600,
cells_and_area,reg_top3,"u_apb_memory.mem: 8192 flops, u_bridge.WRITE_FIFO.mem: 656 flops, u_bridge.READ_FIFO.mem: 512 flops",
pwr,seqPwrFrac,0.558,
pwr,intPower,85.5,mW
detailed_routing,post_drt_via_cell_ratio,5.62,
logic_synthesis,netlist.area_leader.share,0.789,
logic_synthesis,ys.flop_type,"edfxtp_1",
logic_synthesis,ys_seq_share,0.807,
floorplanning,die_area,1200000,µm²
logic_synthesis,synthTopCellsByCount,"edfxtp_1 (9433), nand3_1 (2940), a22oi_1 (1772)",
detailed_routing,first_iter_violations,18200,
sta,relSlewSlack,0.0245,
sta,max_slew.worst_pin.slew,1.45,ns
sta,setup_violations,0,
cells_and_area,largest_reg_flops,8192,
cells_and_area,seqCellArea,290000,µm²
worst_setup_path,cp_data_required_time,8.60,ns
logic_synthesis,synthArstFlopShare,0.0257,
logic_synthesis,ys_types,71,
placed_design,dp_hpwl,740000,µm
global_route,overflow,0,
global_route,grt_max_degree,161,
detailed_routing,ant_nets,0,
detailed_routing,wire_per_inst,32.4,µm
global_route,antenna_found_initial,70,
cells_and_area,logic_area,65700,µm²
pwr,p_clk_frac,0.438,
clocking,cts_resized,0,
logic_synthesis,yosys_cells,20600,
sta,grt_setup_unrepaired,"no",
detailed_routing,wl,1240000,µm
detailed_routing,vias,214000,
sta,final.setup_skew,0.115,ns
logic_synthesis,enable_flop_cells,9433,
logic_synthesis,yosys_warnings,7,
clocking,clk_pin_slew_worst_paths,0.06,ns
sta,tns,0,ns
cells_and_area,regMostFlops,"u_apb_memory.mem",
worst_setup_path,criticalPathCategory,"register to register",
floorplanning,die_w,1100,µm
floorplanning,io_pins,80,
logic_synthesis,netlist.top_cell.by_area,"edfxtp_1",
cells_and_area,area_delta_synth_final,16.2,%
pwr,netSwitchingFraction,0.200,
sta,final-hold-violation-count,1,
logic_synthesis,synthesis.area,359000,µm²
logic_synthesis,synthTopCellsByArea,"edfxtp_1 (79%), nand3_1 (4.1%), a22oi_1 (3.7%), dfrtp_1 (1.7%), mux4_2 (1.7%)",
pwr,ir_drop,0.000297,V
pwr,p_comb_frac,0.005,
logic_synthesis,yosysMostFrequentCell,"edfxtp_1",
pwr,p_per_area,256,nW/µm²
clocking,cts_hold_buf,10,
worst_setup_path,start_kind,"register",
logic_synthesis,yosys_area,359000,µm²
worst_setup_path,critPathMaxFanout,61,
floorplanning,fp_util,0.301,
pwr,switching_power,21.4,mW
worst_setup_path,crit_arrival,6.95,ns
cells_and_area,num-fill-cells,109000,
cells_and_area,drive_gt1_frac,0.154,
clocking,cts.sinks,9682,
floorplanning,rows,401,
pwr,p_leak,123,nW
clocking,postCtsSetupBuffers,0,
logic_synthesis,synth-seq-cells,9682,
global_route,grt_pass1_wl,1700000,µm
job,drv_cap,0,
floorplanning,core,1190000,µm²
sta,holdWs,-0.00372,ns
detailed_routing,drc,0,
worst_hold_path,hp-class,"register to register",
sta,drv_slew,0,
detailed_routing,firstDrtPassIters,6,
global_route,grt_pass1_vias,226000,
placed_design,io_buffers,77,
global_route,track_usage,0.216,
job,warnings,44,
floorplanning,dieHeight,1100,µm
clocking,cts_tree,"done",
logic_synthesis,avgSynthCellArea,17.4,µm²
worst_setup_path,end_kind,"register",
placed_design,gp_congestion,0.996,
[power by group through the flow]
stage | Clock [mW] | Combinational (mW) | Sequential (mW)
after CTS | 47.2 | 0.499 | 59.7
after global routing | 49.2 | 0.537 | 59.7
final | 46.8 | 0.488 | 59.7
[worst max-delay path: stages, from the launching register on]
cell	delay, ns
dfrtp_2	0.80
buf_4	0.60
nor4bb_4	0.11
buf_4	0.39
buf_4	0.40
buf_12	0.29
nand3_1	0.18
o211ai_1	0.12
nor4_1	0.84
buf_4	0.26
nand4_1	0.68
nor4_2	0.50
buf_4	0.30
a21oi_1	0.10
[metal layers]
metal / track usage / routed length (µm) / up-vias
met3: 0.225 / 280000 / 3584
met5: 0.0767 / 10900 / -
met4: 0.111 / 81000 / 220
li1: - / - / 87100
met1: 0.195 / 346000 / 105000
met2: 0.291 / 518000 / 18900
[placed cells by master (no fill, tap or decap), drive strengths merged, types with 80 or more instances in the layout]
cell / Yosys / final
o22ai: 335 / 335
clkbuf: 819 / 1178
a32oi: 155 / 155
buf: 718 / 1286
mux4: 269 / 269
dfrtp: 245 / 245
a32o: 80 / 80
a21oi: 409 / 409
clkinv: 0 / 438
nor2: 349 / 349
nand2: 249 / 249
edfxtp: 9433 / 9433
a221oi: 191 / 191
a22o: 305 / 305
nand3: 2940 / 2940
nor4: 306 / 306
a22oi: 1772 / 1772
nand4: 967 / 967
mux2i: 113 / 113
nor3: 308 / 308
[path summary, 6_finish.rpt]
check | endpoint | start | depth (start not counted) | slack, ns
max in group asynchronous | u_bridge.READ_FIFO.rbin[0] | RESETn | 5 | 4.12
min in group asynchronous | u_bridge.WRITE_FIFO.rq1_wptr[3] | RESETn | 1 | 0.23
min in group clk0 | u_ahb_slave.HRDATA[27] | u_bridge.READ_FIFO.rdata[27] | 0 | 0.26
min | u_apb_master.state[0] | u_bridge.P_Valid | 1 | -0.004
max in group clk0 | u_bridge.READ_FIFO.rdata[23] | u_bridge.READ_FIFO.rbin[1] | 7 | 4.05
max reg2reg | u_apb_memory.PRDATA[1] | u_apb_master.packet_reg[1] | 13 | 1.65
max | u_apb_memory.PRDATA[1] | u_apb_master.packet_reg[1] | 13 | 1.65
min reg2reg | u_apb_master.state[0] | u_bridge.P_Valid | 1 | -0.004
[kinds of logic (layout without fill, tap and decap cells)]
family / Yosys count / count (layout) / share of synthesized area
AND-OR/OR-AND: 3528 / 3528 / 0.0727
XOR/XNOR: 49 / 49 / 0.00120
adder cells (fa/ha/maj): 9 / 9 / 0.000314
buffers and inverters: 1550 / 3123 / 0.0178
flip-flops: 9682 / 9682 / 0.807
multiplexers: 450 / 450 / 0.0222
other: 0 / 61 / 0
AND/OR/NAND/NOR: 5348 / 5348 / 0.0793
[per-stage QoR]
step,utilization,power (mW),setup WS [ns],instances,instance area [µm²]
floorplan,-,60.8,2.38,20600,359000
global placement,0.324,61.2,2.13,36400,387000
detailed placement,0.324,61.3,2.10,36400,387000
CTS,0.350,107,2.00,38100,417000
global route,0.350,109,1.75,38100,417000
finish,0.350,107,1.65,38200,417000
[cell type report]
cell class | count | area share
Antenna cell | 61 | 0.000366
Clock buffer | 1178 | 0.0595
Clock inverter | 560 | 0.0134
Inverter | 13 | 0.000117
Multi-Input combinational cell | 9384 | 0.158
Sequential cell | 9682 | 0.694
Tap cell | 15900 | 0.0477
Timing Repair Buffer | 1372 | 0.0272
Power and IR drop assume default switching activity.
